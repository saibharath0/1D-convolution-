==> flow/design.v <==
`timescale 1ns / 1ps
module conv ( output [7:0]out,
              output reg done,
             input [3:0]feature,[3:0]filter,
             input clk,rst,
             input [3:0]stride,pad
            );
parameter n = 3,m=2; 
reg [3:0] feature_dum [n-1:0];
reg [3:0] filter_dum [m-1:0];
reg [3:0]next_state,state;
parameter s0=0,s1=1,s2=2,s3=3,s4=4,s5=5,s6=6,s7=7,s8=8;
reg [2:0]counta,countb,countd;
reg [7:0]product;
reg [3:0]countc;
reg [7:0]sum;
reg [7:0]check;
always @(posedge clk)
begin
    if(rst)
        begin
            state <= s0;
        end
    else 
        begin
            state <= next_state;
            if(state==s0)
                begin
                    counta <= 0;
                    countb <= 0;  
                    countc <= 0;
                    countd <= 0;
                    sum <= 0;
                end
            else if(state==s1)
                begin
                        if(counta<n-1)
                            begin
                                counta <= counta+1;
                            end
                        else 
                            begin
                                counta <= 0;
                            end            
                end
            else if(state==s2) 
                begin
                   feature_dum[counta] <= feature;
                end
            else if(state==s3)
                begin
                        if(countb<m-1)
                            begin
                                countb <= countb+1;
                            end
                        else 
                            begin
                                countb <= 0;
                            end
                end
            else if(state==s4) filter_dum[countb] <= filter;
            else if(state==s5)
                        begin
                            if(countd<m-1)
                                begin
                                    countd <= countd+1;
                                end
                            else 
                                begin
                                    countd <= 0;
                                    countc <= countc+1;
                                    sum <= 0;
                                end
                        end
             else if(state==s6)
                begin
                    if(((countd+countc*stride)<=(pad-1)) || ((countd+countc*stride)>(n+pad-1)))
                        begin
                            product <=0;
                        end
                    else
                        begin
                            product <= feature_dum[countd+countc*stride-pad]*filter_dum[countd];
                        end
                end 
             else if(state==s7)
                begin
                    sum <= sum + product;
                    check <= 0;
                end
        end
end
always @(*)
begin
    case(state)
        s0: begin
                next_state = s2;
                done = 0;
            end
        s1: begin
                if(counta<n-1) 
                    begin
                        next_state = s2;
                        done = 0;
                    end
                else 
                    begin
                        next_state = s4;
                        done = 0;
                    end
            end
        s2: begin
                next_state = s1;
                done = 0;
            end
        s3: begin
                if(countb<m-1)
                    begin
                        next_state = s4;
                        done = 0;
                    end
                else 
                    begin
                        next_state = s6;
                        done = 0;
                    end
            end   
        s4: begin
                next_state = s3;
                done = 0;
            end
        s5: begin 
                if(countd==m-1)
                        begin
                            done = 1;
                            if((countd+countc*stride-pad-1) == n) 
                                begin
                                    next_state = s0;
                                end
                            else 
                                begin
                                    next_state = s6;
                                end
                        end
                else 
                    begin
                        next_state = s6;
                        done = 0;
                    end
            end
        s6: begin
                next_state = s7;
                done = 0;
            end
        s7: begin
                next_state = s5;
                done = 0;
            end
        default: begin
                    next_state = s0;
                    done = 0;
                 end
    endcase
end
assign out = sum;
endmodule
==> flow/run.sh <==
#!/bin/bash
# OpenROAD 26Q1-2900-gdf79404cd8, Yosys 0.63+post, stock flow scripts
make -C /OpenROAD-flow-scripts/flow DESIGN_CONFIG=/design/flow/config.mk WORK_HOME=/design/flow/orfs finish
==> flow/config.mk <==
export PLATFORM = sky130hd
export DESIGN_NAME = conv
export DESIGN_NICKNAME = conv
export VERILOG_FILES = /design/flow/design.v
export SDC_FILE = /design/flow/constraint.sdc
export NUM_CORES = 4
export LEC_CHECK = 1
export CORE_UTILIZATION = 50
export SYNTH_HDL_FRONTEND = slang
==> flow/constraint.sdc <==
current_design conv

set clk_period 5.3
set clk_io_pct 0.2

create_clock -name clk0 -period $clk_period [get_ports {clk}]

set non_clock_inputs [all_inputs -no_clocks]
set_input_delay [expr $clk_period * $clk_io_pct] -clock clk0 $non_clock_inputs
set_output_delay [expr $clk_period * $clk_io_pct] -clock clk0 [all_outputs]
==> results.json <==
{
  "die_x_microns": 96.2,
  "syn_inst": 406,
  "fp_util_pct": 52.9,
  "cts.sinks": 58,
  "placed_area_sq_mm": 0.00501,
  "dpl.hpwl_mm": 6.21,
  "status": "finished clean",
  "yosysWarnings": 0,
  "drc_errors": 0,
  "warning_count": 38,
  "hold_class": "flip-flop to flip-flop",
  "antenna_found_initial": 0,
  "maxSlewViolCount": 0,
  "place_inst": 560,
  "syn_to_final_growth_pct": 19.0,
  "fin_crit_sh_pct": 94.4,
  "internal-power_mw": 1.02,
  "fin_crit_ns": 5.00,
  "fmax_mhz": 200,
  "flop_cell": "edfxtp_1",
  "grt_util_met3_pct": 4.58,
  "syn-cell-area_sq_mm": 0.00443,
  "ys_area_sq_mm": 0.00443,
  "ys_seq_share_pct": 37.3,
  "cts-hold-fix-buffers": 0,
  "placementRows": 33,
  "rsz0062_at_grt": "false",
  "groute.usage.overall_pct": 19.0,
  "final_cells": 576,
  "edf_count": 49,
  "die-area_sq_mm": 0.00925,
  "root_buffer": "clkbuf_8",
  "crit_arrival_ns": 5.21,
  "gp_congestion": 0.863,
  "fin_total_pwr_mw": 1.45,
  "clock_latency_ns": 0.33,
  "relSlewSlack_pct": 50.1,
  "vias_per_cell": 5.22,
  "synth_cell_type_count": 51,
  "netlist.top_cell.by_area": "edfxtp_1",
  "ys_cells": 406,
  "layout-drive-gt1-share_pct": 15.5,
  "htree_num_levels": 3,
  "n_antenna_cell": 0,
  "grt_max_degree": 16,
  "hold_violations": 0,
  "grt_pass1_wl_mm": 12.9,
  "cap_violations": 0,
  "ir_drop_mv": 0.247,
  "critPathCaptureType": "flip-flop",
  "setup_viol": 0,
  "top_usage_layer": "met1",
  "vias": 3005,
  "dp_slack_ns": -0.491,
  "fin_skew_ns": 0.00921,
  "clk_pin_slew_worst_paths_ns": 0.06,
  "tightest_slew_ns": 0.741,
  "wl_mm": 7.72,
  "setup.worst_path.start_class": "primary input",
  "clockBufferDepth": 2,
  "fin_area_sq_mm": 0.00528,
  "met1_usage_pct": 29.8,
  "cp.required_ns": 5.51,
  "seqPwrFrac_pct": 36.1,
  "worstSetupPathType": "primary input to flip-flop",
  "drtAntennaViolNets": 0,
  "powerDensity_mw_per_mm2": 274,
  "p_comb_share_pct": 36.0,
  "grt_pass1_vias": 2950,
  "leakagePower_nw": 2.31,
  "path_max_fanout": 4,
  "gr-total-overflow": 0,
  "io_pins": 27,
  "tns_ns": 0,
  "die_h_microns": 96.2,
  "routedWlPerCell_microns": 13.4,
  "power.switching_mw": 0.425,
  "use_met2_pct": 29.4,
  "clock_power_share_pct": 28.0,
  "fill_cells": 677,
  "synth-seq-cells": 58,
  "syn_avg_cell_area_sq_um": 10.9,
  "async_flop_share_pct": 0,
  "finalWorstSetupSlack_ns": 0.297,
  "dr.pass1.iters": 4,
  "topCellsByArea": "edfxtp_1 33%, ha_1 20%, fa_1 5.9%",
  "switching_share_pct": 29.4,
  "cts_tree": "yes",
  "cts_buffers": 9,
  "drtIter0Drc": 73,
  "placeableCoreArea_sq_mm": 0.00838,
  "port_buffers": 26,
  "top_area_share_pct": 33.2
}
-- final timing paths --
check	from	endpoint	slack, ns	depth (start not counted)
worst max-delay path	stride[2]	state[3]$_DFF_P_	0.30	17
worst min-delay path	state[7]$_DFF_P_	state[5]$_DFF_P_	0.47	1
worst max register to register	countc[0]$_SDFFCE_PP0P_	product[7]$_SDFFCE_PP0P_	0.83	19
worst min register to register	state[7]$_DFF_P_	state[5]$_DFF_P_	0.47	1
-- kinds of logic after synthesis --
group / share of synthesized area [%]
AOI/OAI and AO/OA: 8.35
adders and majority gates: 25.6
xor gates and xnor gates: 5.33
buffers and inverters: 3.39
DFF: 37.3
muxes: 5.11
and+or+nand+nor: 14.9
-- final cells by class --
| class | instances | area [sq um] | share of cell area, % |
|---|---|---|---|
| inverters | 33 | 124 | 2.35 |
| repair buffers | 54 | 472 | 8.94 |
| multi-input cells | 310 | 2700 | 51.2 |
| well taps | 105 | 131 | 2.49 |
| clock buffers | 13 | 159 | 3.01 |
| flip-flops and latches | 58 | 1650 | 31.3 |
| clock inverters | 3 | 40.0 | 0.759 |
-- layer usage --
metal	up-vias	routed length (microns)
li1	1570	-
met3	6	271
met5	-	0
met2	40	3340
met4	0	55
met1	1389	4050
-- worst max-delay path, stage by stage --
cell             delay [ns]
clkdlybuf4s50_1        0.50
nand2_1                0.08
fa_1                   0.49
fa_1                   0.54
inv_1                  0.04
ha_1                   0.29
ha_2                   0.33
buf_4                  0.15
xor2_1                 0.16
buf_4                  0.15
ha_1                   0.28
inv_1                  0.07
a21oi_1                0.05
a211oi_1               0.34
xnor2_1                0.16
o2111ai_1              0.14
o41a_1                 0.39
-- Yosys cell counts (2+ instances only) --
library cell / instances
nor2b_1: 14
clkbuf_1: 3
nor3_1: 8
nand2b_1: 2
ha_1: 70
nor4b_1: 4
xor2_1: 8
nand2_1: 21
o21ai_0: 9
or2_2: 3
and2_1: 17
o21a_1: 7
edfxtp_1: 49
dfxtp_1: 9
mux2i_1: 8
a21boi_0: 2
xnor2_1: 14
mux2_2: 12
fa_1: 13
o21bai_1: 4
inv_1: 33
nor2_1: 31
nor4_1: 9
a21oi_1: 17
a211oi_1: 2
nand3_1: 3
a21o_1: 4
and3_1: 6
nand4_1: 2
-- repair_timing --
item,CTS,global route
gates cloned,0,0
setup endpoints to repair,2,8
pin swaps,4,9
setup buffers,0,0
resized,6,10
-- through the flow --
stage | hold WS [ns] | utilization (%)
floorplan | 0.439 | -
global placement | 0.451 | 59.8
detailed placement | 0.460 | 59.8
CTS | 0.466 | 62.4
global route | 0.485 | 62.9
finish | 0.469 | 62.9
-- cells in the final DEF (no fill, tap or decap), types with 6 or more instances in the layout --
cell,netlist,layout
fa_1,13,12
clkbuf_8,0,11
xnor2_1,14,12
mux2_2,12,10
clkdlybuf4s50_1,0,24
and2_1,17,17
nor4_1,9,7
nor2_1,31,31
ha_1,70,69
buf_4,0,28
edfxtp_1,49,49
nor2b_1,14,14
xor2_1,8,7
dfxtp_1,9,9
mux2i_1,8,8
o21ai_0,9,9
inv_1,33,33
nor3_1,8,8
nand2_1,21,21
o21a_1,7,7
and3_1,6,6
a21oi_1,17,15
-- flip-flops by register name, indices dropped and copies added, names as in the netlist, 4 cells and up, named ones only --
signal / cells
feature_dum: 12
out: 8
product: 8
state: 8
countc: 4
filter_dum: 8
-- power by group through the flow --
stage	clock network, mW	logic, mW	registers, mW
final	0.405	0.520	0.521
after CTS	0.415	0.517	0.521
after global routing	0.433	0.591	0.523
Power is estimated from default activity; no workload was simulated.
